[./run.sh]
#!/bin/bash
# OpenROAD 26Q1-2900-gdf79404cd8, Yosys 0.63+post, stock flow scripts
make -C /OpenROAD-flow-scripts/flow DESIGN_CONFIG=/design/flow/config.mk WORK_HOME=/design/flow/orfs finish
[./config.mk]
export PLATFORM = sky130hd
export DESIGN_NAME = RegisterFile
export DESIGN_NICKNAME = RegisterFile
export VERILOG_FILES = /design/flow/design.v
export SDC_FILE = /design/flow/constraint.sdc
export NUM_CORES = 4
export LEC_CHECK = 1
export CORE_UTILIZATION = 50
[./constraint.sdc]
current_design RegisterFile

set clk_period 8.3
set clk_io_pct 0.2

create_clock -name clk0 -period $clk_period [get_ports {Clk}]

set non_clock_inputs [all_inputs -no_clocks]
set_input_delay [expr $clk_period * $clk_io_pct] -clock clk0 $non_clock_inputs
set_output_delay [expr $clk_period * $clk_io_pct] -clock clk0 [all_outputs]
[./design.v]
`timescale 1ns / 1ps
module RegisterFile(ReadRegister1, ReadRegister2, WriteRegister, WriteData, RegWrite, Clk, ReadData1, ReadData2);
	input [4:0] ReadRegister1,ReadRegister2,WriteRegister;
	input [31:0] WriteData;
	input RegWrite,Clk;
	output reg [31:0] ReadData1,ReadData2;
	reg [31:0] Registers [0:31];
	initial begin
		Registers[0] <= 32'h00000000;
		Registers[8] <= 32'h00000000;
		Registers[9] <= 32'h00000000;
		Registers[10] <= 32'h00000000;
		Registers[11] <= 32'h00000000;
		Registers[12] <= 32'h00000000;
		Registers[13] <= 32'h00000000;
		Registers[14] <= 32'h00000000;
		Registers[15] <= 32'h00000000;
		Registers[16] <= 32'h00000000;
		Registers[17] <= 32'h00000000;
		Registers[18] <= 32'h00000000;
		Registers[19] <= 32'h00000000;
		Registers[20] <= 32'h00000000;
		Registers[21] <= 32'h00000000;
		Registers[22] <= 32'h00000000;
		Registers[23] <= 32'h00000000;
		Registers[24] <= 32'h00000000;
		Registers[25] <= 32'h00000000;
		Registers[29] <= 32'd252;  
		Registers[31] <= 32'b0;
	end
	always @(posedge Clk)
	begin
		if (RegWrite == 1) 
		begin
			Registers[WriteRegister] <= WriteData;
		end
	end
	always @(negedge Clk)
	begin
		ReadData1 <= Registers[ReadRegister1];
		ReadData2 <= Registers[ReadRegister2];
	end
endmodule
==> out/results.tsv <==
stage	metric	value	unit
status	status	finished clean	
setup_path	r2r_cells	5	
min_path	hold_class	input port to flip-flop	
pwr	pwr-share-seq	0.482	
synth	ys_chip_area	0.0501	mm²
place	portBuffers	112	
setup_path	cp_num_cells	1	
setup_path	reg2reg_slack	2.62	ns
sta	slew_headroom	0.296	
pwr	power_density	222	mW/mm²
sta	hold_viol	0	
sta	skew	0.0202	ns
setup_path	cp-end-kind	output pin	
sta	setup_slack	0.697	ns
sta	hold_slack	1.77	ns
grt	gr-total-overflow	0	
setup_path	worstSetupPathType	flip-flop to output pin	
cells_and_area	final_cell_mix	edfxtp_1, mux2i_1, nand3_1, nand2_1	
cells_and_area	fill_cells	7262	
setup_path	crit_family	buffers and inverters	
setup_path	r2r_end	ReadData2[30]	
clock_network	cts.sinks	1088	
route	drt_iter0_markers	2411	
setup_path	crit_fanout	1	
cells_and_area	layout.area.comb	0.0168	mm²
grt	grt_max_degree	61	
synth	yosys_warnings	1	
pwr	p_leak	21.8	nW
pwr	p_int	0.00993	W
synth	logic_family	multiplexers	
pwr	p_clk_frac	0.435	
route	via_per_inst	6.36	
place	routabilityCongestion	0.905	
route	drt_pre_antenna_iters	6	
pwr	swShare	0.227	
synth	netlist_area	0.0501	mm²
clock_network	cts_tree	done	
sta	setup_viol	0	
clock_network	path_clk_slew	0.06	ns
route	drc	0	
synth	simple_gate_share	0.0459	
sta	rsz0062_at_grt	false	
synth	xor_area_frac	0	
floorplan	chip_area	0.101	mm²
job	warnings	90	
synth	ys_sh_mux	0.205	
floorplan	fp.coreArea	0.0989	mm²
setup_path	cp.arrival	5.94	ns
pwr	vdd_drop_max	0.171	mV
place	hpwlAfterDp	88.8	mm
grt	antenna_found_initial	9	
floorplan	die_h	318	µm
cells_and_area	drive_gt1_frac	0.107	
pwr	combPwrFrac	0.083	
synth	numSynthFlops	1088	
clock_network	ctsResizeCount	0	
floorplan	fp_util	0.507	
setup_path	setup.worst_path.start	ReadData2[10]	
cells_and_area	syn_to_final_growth	15.5	%
setup_path	required	6.64	ns
grt	grt_first_pass_wirelength	228	mm
synth	ys_cells	3451	
sta	worst_slew_pin_slew	1.05	ns
clock_network	post_cts_buffers	0	
route	final_antenna_net_count	0	
route	vias	32100	
clock_network	clockBufferDepth	3	
setup_path	reg2reg_from	Registers[2][30]	
synth	synth_cells	3451	
sta	final.setup.tns	0	ns
sta	final_max_slew_viol_count	0	
setup_path	cpMaxStageDelayCell	clkdlybuf4s50_1	
clock_network	clk_latency	0.71	ns
pwr	switching_power	0.00292	W
setup_path	crit_buf_inv	1	
clock_network	hold_buffers	0	
floorplan	pin_count	113	
route	wl_per_cell	31.5	µm
clock_network	ctsRootBufferMaster	clkbuf_16	
route	wl	159	mm
grt	track_usage	0.344	
synth	avgSynthCellArea	14.5	µm²
setup_path	cp_slowest_stage_delay	0.55	ns
setup_path	crit_path_start_kind	flip-flop	
synth	ys_sh_aoi	0.0784	
clock_network	cts_max_level	3	
floorplan	rows	115	
clock_network	cts_buffers	115	
cells_and_area	regArea	0.0320	mm²
synth	adder_share	0	
grt	grt_pass1_vias	33400	
place	pre_cts_ws	0.122	ns
synth	synth.distinct_cells	25	
synth	ys_seq_share	0.640	
job	drv_cap	0	
setup_path	crit_chain	clkdlybuf4s50_1	
setup_path	crit_path_end	ReadData2[10]	
floorplan	fp.dieW	318	µm
==> cell type report <==
cell class                 count  share of cell area
antenna                        1           0.0000433
clock buffer                 144              0.0549
clock inverter               138              0.0197
multi-input combinational   2109               0.290
sequential                  1088               0.554
tap                         1287              0.0278
timing repair buffer         285              0.0539
==> power by group through the flow <==
stage	clock (W)	combinational [W]	sequential (W)
final	0.00559	0.00107	0.00619
after global routing	0.00589	0.00114	0.00620
after CTS	0.00565	0.00106	0.00619
==> cells by family after synthesis <==
logic type | count (synthesis)
AND-OR/OR-AND | 576
buffers and inverters | 254
flip-flops | 1088
multiplexers | 1024
AND/OR/NAND/NOR | 509
==> registers in the layout, indices dropped and copies added (netlist names) <==
register / flops
ReadData1: 32
ReadData2: 32
Registers: 1024
==> synth_stat cells <==
cell type / number / area [µm²]
a21oi_1: 192 / 961
a22o_1: 128 / 1120
a22oi_1: 192 / 1440
a31oi_1: 64 / 400
and2_1: 2 / 12.5
buf_1: 4 / 15.0
buf_2: 69 / 345
buf_4: 47 / 353
buf_6: 45 / 507
clkbuf_1: 84 / 315
clkbuf_4: 4 / 30.0
dfxtp_1: 64 / 1280
edfxtp_1: 1024 / 30700
inv_1: 1 / 3.75
mux2i_1: 1024 / 10200
nand2_1: 195 / 732
nand2b_1: 4 / 25.0
nand3_1: 194 / 971
nand3b_1: 5 / 37.5
nor2_1: 35 / 131
nor2b_1: 4 / 25.0
nor3_1: 64 / 320
or2_2: 2 / 12.5
or3_1: 1 / 6.26
or3b_2: 3 / 26.3
==> routing by layer <==
layer | part of all wire | GRT usage | vias up
met5 | 0.0026 | 0.0175 | -
met4 | 0.041 | 0.105 | 24
met3 | 0.16 | 0.233 | 393
met2 | 0.46 | 0.496 | 2070
met1 | 0.34 | 0.435 | 15600
li1 | - | - | 14000
==> worst min-delay path by stage <==
| stage | from | endpoint | slack (ns) | cells after the start |
|---|---|---|---|---|
| 4_1_cts | WriteData[1] | Registers[16][1] | 1.74 | 2 |
| 5_1_grt | WriteData[1] | Registers[1][1] | 1.78 | 2 |
| 6_report | WriteData[1] | Registers[1][1] | 1.77 | 2 |
==> metrics by stage <==
step,power (W),area (µm²),utilization,instances
2_1_floorplan,0.00689,50100,-,3451
3_3_place_gp,0.00740,53500,0.542,4770
3_5_place_dp,0.00741,53500,0.542,4770
4_1_cts,0.0129,57900,0.585,5051
5_1_grt,0.0132,57900,0.585,5051
6_report,0.0129,57900,0.585,5052
Power and IR drop assume default switching activity.
